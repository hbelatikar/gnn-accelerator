===== flow/run.sh =====
#!/bin/bash
# OpenROAD 26Q1-2900-gdf79404cd8, Yosys 0.63+post, stock flow scripts
make -C /OpenROAD-flow-scripts/flow DESIGN_CONFIG=/design/flow/config.mk WORK_HOME=/design/flow/orfs finish

===== flow/config.mk =====
export PLATFORM = sky130hd
export DESIGN_NAME = relu_4n
export DESIGN_NICKNAME = relu_4n
export VERILOG_FILES = /design/flow/design.v
export SDC_FILE = /design/flow/constraint.sdc
export NUM_CORES = 4
export LEC_CHECK = 1
export CORE_UTILIZATION = 50

===== flow/constraint.sdc =====
current_design relu_4n

set clk_period 1.0
set clk_io_pct 0.2

create_clock -name clk0 -period $clk_period [get_ports {clk}]

set non_clock_inputs [all_inputs -no_clocks]
set_input_delay [expr $clk_period * $clk_io_pct] -clock clk0 $non_clock_inputs
set_output_delay [expr $clk_period * $clk_io_pct] -clock clk0 [all_outputs]

===== flow/design.v =====
module relu #(parameter RELU_SIZE = 5) 
    (   clk, in_ready,
        in0, in1, in2, in3,
        out0, out1, out2, out3,
        relu_ready
    );
    input clk, in_ready;
    input  signed [RELU_SIZE - 1 : 0] in0, in1, in2, in3;
    output logic relu_ready;
    output logic signed [RELU_SIZE - 1 : 0] out0, out1, out2, out3;
	always_ff @(posedge clk) begin         
        if(in_ready) begin
            out0 <= (in0 [RELU_SIZE - 1]) ? 'b0 : in0;
            out1 <= (in1 [RELU_SIZE - 1]) ? 'b0 : in1;
            out2 <= (in2 [RELU_SIZE - 1]) ? 'b0 : in2;
            out3 <= (in3 [RELU_SIZE - 1]) ? 'b0 : in3;
        end
        relu_ready <= in_ready;
    end
endmodule
module relu_4n #(parameter RELU4_SIZE = 5) (
    clk, in_ready,
    in0_n0, in1_n0, in2_n0, in3_n0,
    in0_n1, in1_n1, in2_n1, in3_n1,
    in0_n2, in1_n2, in2_n2, in3_n2,
    in0_n3, in1_n3, in2_n3, in3_n3,
    out0_n0, out1_n0, out2_n0, out3_n0,
    out0_n1, out1_n1, out2_n1, out3_n1,
    out0_n2, out1_n2, out2_n2, out3_n2,
    out0_n3, out1_n3, out2_n3, out3_n3,
    relu_ready
);
    input  signed [RELU4_SIZE - 1 : 0]    in0_n0, in1_n0, in2_n0, in3_n0,
                                            in0_n1, in1_n1, in2_n1, in3_n1,
                                            in0_n2, in1_n2, in2_n2, in3_n2,
                                            in0_n3, in1_n3, in2_n3, in3_n3;
    input clk, in_ready;
    output signed [RELU4_SIZE - 1 : 0]    out0_n0, out1_n0, out2_n0, out3_n0,
                                            out0_n1, out1_n1, out2_n1, out3_n1,
                                            out0_n2, out1_n2, out2_n2, out3_n2,
                                            out0_n3, out1_n3, out2_n3, out3_n3;
    output relu_ready;
    logic relu_ready_0, relu_ready_1, relu_ready_2, relu_ready_3;
    relu    #(.RELU_SIZE(RELU4_SIZE)) 
        R0  (.clk(clk), .in_ready(in_ready),
            .in0(in0_n0), .in1(in1_n0), .in2(in2_n0), .in3(in3_n0),
            .out0(out0_n0),.out1(out1_n0), .out2(out2_n0), .out3(out3_n0),
            .relu_ready(relu_ready_0));
    relu    #(.RELU_SIZE(RELU4_SIZE)) 
        R1  (.clk(clk), .in_ready(in_ready),
            .in0(in0_n1), .in1(in1_n1), .in2(in2_n1), .in3(in3_n1),
            .out0(out0_n1),.out1(out1_n1), .out2(out2_n1), .out3(out3_n1),
            .relu_ready(relu_ready_1));
    relu    #(.RELU_SIZE(RELU4_SIZE)) 
        R2  (.clk(clk), .in_ready(in_ready),
            .in0(in0_n2), .in1(in1_n2), .in2(in2_n2), .in3(in3_n2),
            .out0(out0_n2),.out1(out1_n2), .out2(out2_n2), .out3(out3_n2),
            .relu_ready(relu_ready_2));
    relu    #(.RELU_SIZE(RELU4_SIZE)) 
        R3  (.clk(clk), .in_ready(in_ready),
            .in0(in0_n3), .in1(in1_n3), .in2(in2_n3), .in3(in3_n3),
            .out0(out0_n3),.out1(out1_n3), .out2(out2_n3), .out3(out3_n3),
            .relu_ready(relu_ready_3));
    assign relu_ready = relu_ready_0 & relu_ready_1 & relu_ready_2 & relu_ready_3; 
endmodule

==> README.md <==
| Group | Item | This run |
|---|---|---|
| finish | Register area | 1942 sq um |
| synth | Sequential cell area fraction in the yosys report | 0.7394 |
| clock tree | Postcts setup bufs | 0 |
| power | Power per cell area | 1436 nW/um^2 |
| setup path | Largest incremental delay on the critical path | 0.38 ns |
| synth | Biggest area contributors in the synthesized netlist | sky130_fd_sc_hd__edfxtp_1 (73%), sky130_fd_sc_hd__and2b_2 (21%), sky130_fd_sc_hd__buf_4 (4.6%), sky130_fd_sc_hd__dfxtp_1 (0.76%), sky130_fd_sc_hd__conb_1 (0.14%) |
| status | Outcome | finished, violations left |
| setup path | Highest-delay cell along the critical path | sky130_fd_sc_hd__edfxtp_1 |
| finish | Area Growth Syn to Fin | 51.60% |
| synth | Number of enable-type register cells in the synthesized netlist | 64 |
| flow run | Reported max-cap violation count | 0 |
| floorplan | Core footprint | 5075 sq um |
| flow run | Number of warning messages in the logs | 28 |
| setup path | Arrival time at the worst endpoint | 0.82 ns |
| synth | Gate Count Post-Synth | 146 |
| final timing | Highest achievable clock rate | 0.9772 GHz |
| grt | Wire length of the first global-routing pass | 8493 um |
| synth | Chip area in the Yosys report | 2626 sq um |
| placement | Buffers on Ports | 146 |
| routing | Number of nets with antenna violations after routing | 0 |
| finish | Area used by multi-input combinational logic | 620.6 sq um |
| synth | Cell total in the yosys stat output | 146 |
| floorplan | Std-Cell Rows | 26 |
| final timing | Final tally of hold violations | 0 |
| final timing | Total negative slack for setup checks | -0.06287 ns |
| floorplan | Die Width | 74.48 um |
| synth | Synth cell count leaders | sky130_fd_sc_hd__and2b_2 (64), sky130_fd_sc_hd__edfxtp_1 (64), sky130_fd_sc_hd__buf_4 (16) |
| routing | Drt total wl | 5919 um |
| synth | Cell Area, Synth | 2626 sq um |
| clock tree | Clock tree sinks | 65 |
| power | Reported leakage power | 1.673 nW |
| routing | Vias per std cell | 4.382 |
| final timing | Period utilization | 1.023 |
| placement | Placed instance count | 364 |
| setup path | Startpoint types | register |
| grt | Number of global-route vias before repair | 1,642 |
| grt | Met3 track utilization from global routing | 0.1154 |
| floorplan | Die height | 74.48 um |
| grt | Met2 Use GR | 0.3453 |
| clock tree | CTS tree | done |
| synth | Biggest area consumer among synthesized cells | sky130_fd_sc_hd__edfxtp_1 |
| placement | Worst slack, placed | -0.2780 ns |
| routing | Diodes inserted | 0 |
| setup path | Critical-path maximum fanout | 1 |
| grt | Routing usage on met1 | 0.3666 |
| grt | Maximum number of pins on one net before global-route repair | 34 |
| synth | Average size of a mapped cell | 17.99 sq um |
| hold path | Type of the most critical hold path | input pin to register |
| finish | Post-route cell area | 3981 sq um |
| grt | Routing layer with the top usage in global route | met1 |
| final timing | Number of endpoints failing setup at the final stage | 10 |
| setup path | Number of buffers and inverters on the critical path | 1 |
| synth | Top cell type's share of synthesized area | 0.7318 |
| setup path | Worst setup path category | register to output pin |
| routing | Count of vias placed by the detailed router | 1,665 |
| placement | Dpl cell area | 4154 sq um |
| final timing | Final period demand of the worst path | 1.023 ns |
| clock tree | Number of buffers created by CTS | 9 |
| setup path | Kind of cell with the highest combined delay on the critical path | flip-flops |
| clock tree | Count of H-tree levels built during CTS | 3 |
| status | Violations in the final reports | setup timing |
| clock tree | Clock Tree Buf Depth | 2 |
| finish | Post-Layout Cell Count | 380 |
| floorplan | Starting Density | 0.5175 |
| grt | Antenna violations before repair | 0 |
| synth | Syn. warnings | 1 |
| routing | DRT iter0 DRCs | 46 |
| routing | Iteration tally of the first detailed-router pass | 6 |
| synth | Ys async rst share | 0 |
| final timing | Max-slew violation count | 0 |
| finish | Share of cells above drive strength 1 | 0.4645 |
| floorplan | Number of top-level pins | 163 |
| setup path | Cell Chain, Critical Path | buf_2 |
| final timing | Fin worst setup slack | -0.02332 ns |
| routing | Mean routed wirelength per cell | 15.58 um |
| synth | Total of flip-flops plus latches after synthesis | 65 |
| placement | Final RePlAce weighted congestion | 0.7768 |
| routing | Residual DRC | 0 |
| synth | Prevailing post-synth register cell | sky130_fd_sc_hd__edfxtp_1 |
| floorplan | Total die area | 5547 sq um |
| clock tree | Total of hold buffers inserted after clock tree synthesis | 0 |
| setup path | Kind of capture point of the worst setup path | output pin |
| power | Worst-case vdd ir drop | 0.9462 mV |
| grt | GRT overflow | 0 |
| clock tree | Clock-pin slew on the worst setup and hold paths | 0.06 ns |
| clock tree | Buffer type at the clock tree root | sky130_fd_sc_hd__clkbuf_8 |
| grt | Tot GR Track Use | 0.2359 |
| placement | Final HPWL from detailed placement | 4115 um |
| final timing | Unrepaired setup endpoints after global routing | yes |
| synth | Distinct lib cells used | 5 |
| setup path | Worst EP required | 0.80 ns |
| finish | Number of inserted filler cells in the final layout | 325 |
-- per-stage QoR --
stage               hold slack [ns]  total power [mW]    util
finish                       0.2734             5.718  0.7845
global placement             0.6065             4.218  0.8185
global route                 0.2641             5.975  0.7845
CTS                          0.2648             5.785  0.7845
detailed placement           0.6085             4.246  0.8185
floorplan                    0.2277             3.465       -
-- cells in the final DEF (no fill, tap or decap) --
cell                              synthesis  routed
sky130_fd_sc_hd__buf_4                   16       1
sky130_fd_sc_hd__dfxtp_1                  1       1
sky130_fd_sc_hd__edfxtp_1                64      64
sky130_fd_sc_hd__clkbuf_1                 0       1
sky130_fd_sc_hd__clkinv_2                 0       2
sky130_fd_sc_hd__clkdlybuf4s50_1          0      80
sky130_fd_sc_hd__and2b_2                 64      64
sky130_fd_sc_hd__conb_1                   1      16
sky130_fd_sc_hd__buf_2                    0      66
sky130_fd_sc_hd__buf_12                   0       2
sky130_fd_sc_hd__clkinv_1                 0       4
sky130_fd_sc_hd__clkbuf_8                 0       9
-- cell families after synthesis --
| family | Yosys count | synth area share |
|---|---|---|
| simple gates | 64 | 0.2134 |
| flops | 65 | 0.7394 |
| buf+inv | 16 | 0.04574 |
| other cells | 1 | 0.001428 |
-- layer usage --
layer | share of wire | vias up | routed length [um]
li1 | - | 792 | -
met1 | 0.38 | 755 | 2225
met2 | 0.48 | 111 | 2823
met3 | 0.14 | 7 | 803
met4 | 0.011 | 0 | 67
met5 | 0 | - | 0
-- sequential cells by signal, summed over array words and instances, names as in the netlist --
register       cells
R0.out1            4
R3.out0            4
R2.out3            4
R3.out2            4
R0.out0            4
R0.out3            4
R0.out2            4
R2.out2            4
R1.out0            4
R1.out2            4
R2.relu_ready      1
R2.out0            4
R2.out1            4
R3.out1            4
R1.out3            4
R3.out3            4
R1.out1            4
-- power breakdown --
| group | internal, mW | switching [mW] | total (mW) |
|---|---|---|---|
| combinational | 0.529 | 0.201 | 0.730 |
| sequential | 3.23 | 0.0413 | 3.27 |
| clock | 0.856 | 0.862 | 1.72 |
| total | 4.61 | 1.10 | 5.72 |
-- final cells by class --
cell class | count | share of cell area
clock inverter | 6 | 0.006285
tap | 70 | 0.02200
clock buffer | 10 | 0.03206
timing repair buffer | 149 | 0.2960
sequential | 65 | 0.4877
multi-input combinational | 80 | 0.1559
-- worst paths after layout --
path	depth (start not counted)	endpoint	slack, ns	from
hold / removal	2	R2.relu_ready$_DFF_P_	0.27	in_ready
setup / recovery	1	out0_n2[1]	-0.02	R2.out0[1]$_SDFFCE_PP0P_
-- timing repair --
item / 4_1_cts / 5_1_grt
pin swaps: 0 / 0
setup endpoints to repair: 65 / 64
gates resized: 197 / 0
Power and IR drop assume default switching activity.
