File: flow/run.sh
#!/bin/bash
# OpenROAD 26Q1-2900-gdf79404cd8, Yosys 0.63+post, stock flow scripts
make -C /OpenROAD-flow-scripts/flow DESIGN_CONFIG=/design/flow/config.mk WORK_HOME=/design/flow/orfs finish
File: flow/config.mk
export PLATFORM = sky130hd
export DESIGN_NAME = mac_4n
export DESIGN_NICKNAME = mac_4n
export VERILOG_FILES = /design/flow/design.v
export SDC_FILE = /design/flow/constraint.sdc
export NUM_CORES = 4
export LEC_CHECK = 1
export CORE_UTILIZATION = 30
File: flow/constraint.sdc
current_design mac_4n

set clk_period 10.7
set clk_io_pct 0.2

create_clock -name clk0 -period $clk_period [get_ports {clk}]

set non_clock_inputs [all_inputs -no_clocks]
set_input_delay [expr $clk_period * $clk_io_pct] -clock clk0 $non_clock_inputs
set_output_delay [expr $clk_period * $clk_io_pct] -clock clk0 [all_outputs]
File: flow/design.v
module mac #(parameter MAC_IN_SIZE = 5, parameter MAC_OUT_SIZE = 13, parameter W_SIZE = 5) (
    x0, x1, x2, x3, 
    w04, w05, w06, w07, 
    w14, w15, w16, w17, 
    w24, w25, w26, w27, 
    w34, w35, w36, w37, 
    out0, out1, out2, out3,
    in_ready, mac_ready,
    clk
);
    input clk, in_ready;
    input signed [MAC_IN_SIZE - 1:0]    x0, x1, x2, x3; 
    input signed [W_SIZE -  1:0]	w04, w05, w06, w07, 
                                    w14, w15, w16, w17, 
                                    w24, w25, w26, w27, 
                                    w34, w35, w36, w37;
    output logic mac_ready;
    output logic signed [MAC_OUT_SIZE - 1:0] out0, out1, out2, out3;  
    always_ff @(posedge clk) 
	begin
        if(in_ready) begin
            out0 <= x0 * w04 + x1 * w14 + x2 * w24 + x3 * w34;
            out1 <= x0 * w05 + x1 * w15 + x2 * w25 + x3 * w35;
            out2 <= x0 * w06 + x1 * w16 + x2 * w26 + x3 * w36;
            out3 <= x0 * w07 + x1 * w17 + x2 * w27 + x3 * w37;
		end
		mac_ready <= in_ready;
	end
endmodule
module mac_4n #(parameter MAC4_IN_SIZE = 7, parameter MAC4_OUT_SIZE = 13, parameter MAC4_W_SIZE = 5) (
    x0_n0, x1_n0, x2_n0, x3_n0, 
    x0_n1, x1_n1, x2_n1, x3_n1, 
    x0_n2, x1_n2, x2_n2, x3_n2, 
    x0_n3, x1_n3, x2_n3, x3_n3, 
    w04, w05, w06, w07, 
    w14, w15, w16, w17, 
    w24, w25, w26, w27, 
    w34, w35, w36, w37, 
    out0_n0, out1_n0, out2_n0, out3_n0,
    out0_n1, out1_n1, out2_n1, out3_n1,
    out0_n2, out1_n2, out2_n2, out3_n2,
    out0_n3, out1_n3, out2_n3, out3_n3,
    in_ready, mac_ready, 
    clk
);  
    input clk, in_ready;
    input signed [MAC4_IN_SIZE - 1:0]   x0_n0, x1_n0, x2_n0, x3_n0, 
                                        x0_n1, x1_n1, x2_n1, x3_n1, 
                                        x0_n2, x1_n2, x2_n2, x3_n2, 
                                        x0_n3, x1_n3, x2_n3, x3_n3; 
    input signed [MAC4_W_SIZE -  1:0]	w04, w05, w06, w07, 
                                        w14, w15, w16, w17, 
                                        w24, w25, w26, w27, 
                                        w34, w35, w36, w37;
    output mac_ready;
    output signed [MAC4_OUT_SIZE - 1:0] out0_n0, out1_n0, out2_n0, out3_n0,  
                                        out0_n1, out1_n1, out2_n1, out3_n1,
                                        out0_n2, out1_n2, out2_n2, out3_n2,
                                        out0_n3, out1_n3, out2_n3, out3_n3; 
    logic out_ready_mac_0, out_ready_mac_1, out_ready_mac_2, out_ready_mac_3; 
    mac     #(.MAC_IN_SIZE(MAC4_IN_SIZE), .MAC_OUT_SIZE(MAC4_OUT_SIZE), .W_SIZE(MAC4_W_SIZE))
        M0  (.clk(clk), .in_ready(in_ready), 
            .x0 (x0_n0), .x1(x1_n0), .x2(x2_n0), .x3(x3_n0), 
            .w04(w04),   .w14(w14),  .w24(w24),  .w34(w34), 
            .w05(w05),   .w15(w15),  .w25(w25),  .w35(w35),
            .w06(w06),   .w16(w16),  .w26(w26),  .w36(w36),
            .w07(w07),   .w17(w17),  .w27(w27),  .w37(w37),
            .out0(out0_n0), .out1(out1_n0), .out2(out2_n0), .out3(out3_n0),
            .mac_ready(out_ready_mac_0));
    mac     #(.MAC_IN_SIZE(MAC4_IN_SIZE), .MAC_OUT_SIZE(MAC4_OUT_SIZE), .W_SIZE(MAC4_W_SIZE))
        M1  (.clk(clk), .in_ready(in_ready), 
            .x0 (x0_n1), .x1(x1_n1), .x2(x2_n1), .x3(x3_n1), 
            .w04(w04),   .w14(w14),  .w24(w24),  .w34(w34), 
            .w05(w05),   .w15(w15),  .w25(w25),  .w35(w35),
            .w06(w06),   .w16(w16),  .w26(w26),  .w36(w36),
            .w07(w07),   .w17(w17),  .w27(w27),  .w37(w37),
            .out0(out0_n1), .out1(out1_n1), .out2(out2_n1), .out3(out3_n1),
            .mac_ready(out_ready_mac_1));
    mac     #(.MAC_IN_SIZE(MAC4_IN_SIZE), .MAC_OUT_SIZE(MAC4_OUT_SIZE), .W_SIZE(MAC4_W_SIZE))
        M2  (.clk(clk), .in_ready(in_ready), 
            .x0 (x0_n2), .x1(x1_n2), .x2(x2_n2), .x3(x3_n2), 
            .w04(w04),   .w14(w14),  .w24(w24),  .w34(w34), 
            .w05(w05),   .w15(w15),  .w25(w25),  .w35(w35),
            .w06(w06),   .w16(w16),  .w26(w26),  .w36(w36),
            .w07(w07),   .w17(w17),  .w27(w27),  .w37(w37),
            .out0(out0_n2), .out1(out1_n2), .out2(out2_n2), .out3(out3_n2),
            .mac_ready(out_ready_mac_2));
    mac     #(.MAC_IN_SIZE(MAC4_IN_SIZE), .MAC_OUT_SIZE(MAC4_OUT_SIZE), .W_SIZE(MAC4_W_SIZE))
        M3  (.clk(clk), .in_ready(in_ready), 
            .x0 (x0_n3), .x1(x1_n3), .x2(x2_n3), .x3(x3_n3), 
            .w04(w04),   .w14(w14),  .w24(w24),  .w34(w34), 
            .w05(w05),   .w15(w15),  .w25(w25),  .w35(w35),
            .w06(w06),   .w16(w16),  .w26(w26),  .w36(w36),
            .w07(w07),   .w17(w17),  .w27(w27),  .w37(w37),
            .out0(out0_n3), .out1(out1_n3), .out2(out2_n3), .out3(out3_n3),
            .mac_ready(out_ready_mac_3));
    assign mac_ready = out_ready_mac_0 & out_ready_mac_1 & out_ready_mac_2 & out_ready_mac_3; 
endmodule
==> results.txt <==
impl run done, here's what came out: status finished, final reports clean, Max-slew headroom 34.7%, data required time at the worst endpoint 11.23 ns, hold_sp in_ready, Slew @ Worst Pin 0.973 ns, total number of vias 73900, Num CTS Buffers 34, synthesized cell area 103000 um2, Setup crit end kind flip-flop, Fillers 35400, Post-Synth AOI/OAI Area 6.09%, Worst Path Arrival 9.35 ns, Worst Hold Depth 1, OpenROAD warning count 25, count of library flops with an enable pin 208, Cells after Synth 11800, initial antenna violation count 104, CP Launch Point w27[4], wire per inst 19.2 um, height of the die 589 um, gr ovfl total 0, FP Util 30.2%, Post-Synth Adder-Cell Area 52.9%, # Max-Cap Violations 0, HP Class in -> reg, Setup crit start kind input pin, Tcrit/Tclk final 82.4%, detailed-route wire length 320000 um, fmax 113 MHz, Final setup violation count 0, yosys synthesis chip area 103000 um2, Setup Crit Path Kind in -> reg, wire length of the first global-routing pass 484000 um, ys cells 11800, Synth top cell by count inv_1, Synth cell types 57, core area 343000 um2, Yosys top cell by area fa_1, Die X 589 um, Hold Fails Final Rpt 0, Via density 4.44, Syn-to-layout area delta 10.8%, CTS resizes 0, clk slew on worst S/H paths 0.06 ns, ys flop type edfxtp_1, Cell area leaders fa_1 (36%), ha_1 (17%), inv_1 (11%), and2_1 (8.1%), xnor2_1 (6.3%), vias in the first global route 76000, detailed-route DRC error count 0, Root Driver clkbuf_16, Seq/Total Area, Yosys 6.06%, Setup Buffers After CTS 0, setup_tns 0 ns, flops & latches, synth 209, Initial DRT Pass Iterations 7, GR Util All Layers 19.9%, RSZ-0062 raised after global routing false, # clock sinks 209, share of cells above drive strength 1 2.71%, placed wire-length estimate 272000 um, Simple-Gate Fraction of Synth Area 14.1%, Avg Inst Size Synth 8.79 um2, area share, top type 35.9%, max-slew violations 0, most frequent cells after synthesis inv_1 (3120), fa_1 (1856), ha_1 (1408), and2_1 (1337), xnor2_1 (747), Synth mux share 0.0484%, 1st-iter DRT viols 3279, GPL Wtd Cong 0.995, crit path max fanout 15, Synth async-reset ratio 0%, xor/xnor share 7.96%, IO Count 403, cell row count 215, minimum clock period 8.82 ns, Yosys warning count 1, WHS Endpoint M2.out1[1]$_DFFE_PP_, comb area leader adder cells, ANT nets after route 0, # H-tree levels 2, chip area 347000 um2, port bufs 402, worst hold slack 1.91 ns, Post-CTS Hold Fix Bufs 0, maximum root-to-sink buffer count 3, largest net degree at the start of global routing 48, CTS tree built
worst max path at each step:
stage | end
after global routing | M2.out0[12]$_DFFE_PP_
final | M0.out3[11]$_DFFE_PP_
after CTS | M2.out0[12]$_DFFE_PP_
area by class of cell:
| type | instances | area (um2) | share of cell area, % |
|---|---|---|---|
| Inverter | 3128 | 11700 | 10.2 |
| Multi-Input combinational cell | 8018 | 83900 | 73.2 |
| Antenna cell | 45 | 113 | 0.0982 |
| Tap cell | 4557 | 5700 | 4.97 |
| Sequential cell | 209 | 6270 | 5.47 |
| Clock inverter | 22 | 239 | 0.208 |
| Clock buffer | 39 | 870 | 0.759 |
| Timing Repair Buffer | 643 | 5770 | 5.04 |
cell families after synthesis:
group	after synthesis
buf+inv	3540
compound gates	1061
fa+ha+maj	3264
mux	5
xor+xnor	932
flops	209
simple gates	2756
per-stage QoR:
stage                     area [um2]  std cells  util, %  setup slack, ns
after floorplan               103000      11800        -             2.80
after global placement        113000      16600     33.1             1.23
after detailed placement      113000      16600     33.1             1.21
after CTS                     115000      16600     33.4             1.90
after global routing          115000      16600     33.4             1.51
final                         115000      16700     33.4             1.88
worst max-delay path: stages:
cell             delay (ns)
clkdlybuf4s50_1        0.88
inv_2                  0.72
buf_4                  0.38
nor2_1                 0.10
fa_1                   0.46
fa_1                   0.50
inv_1                  0.05
fa_1                   0.50
inv_1                  0.05
ha_1                   0.31
a21o_1                 0.19
a21oi_1                0.21
o21bai_1               0.09
a21oi_1                0.21
o21ai_0                0.14
xnor2_1                0.33
fa_1                   0.51
inv_1                  0.09
fa_1                   0.42
ha_1                   0.33
inv_1                  0.10
or4_1                  0.48
nand4_1                0.10
cells in the final DEF (no fill, tap or decap), types with 6 or more instances in the layout:
master           count
buf_2               12
nor2_1             430
diode_2             45
a31oi_1             12
nor3_1              45
nand2b_1           158
a211oi_1            13
fa_1              1856
clkinv_1             6
nand2_1            627
clkdlybuf4s50_1    388
o211a_1              7
clkbuf_16           34
xor2_1             179
or3_1               20
a21boi_0            19
inv_6                8
o21ai_0            243
o211ai_1             9
nand4_1             16
o41ai_1              6
nor2b_1             59
xnor2_1            747
or2_2                6
a311oi_1            11
buf_4              241
a21oi_1            443
nor4_1               6
o21bai_1           146
and2_1            1337
inv_1             3120
or4_1               10
nand3_1             24
ha_1              1408
o21a_1              18
edfxtp_1           208
a21o_1             113
layer usage:
metal	global-route usage [%]	part of all wire, %	up-vias
li1	-	-	35500
met1	26.1	41	36200
met2	30.1	44	1761
met3	8.91	11	342
met4	5.52	3.5	60
met5	0.506	0.12	-
