`design/flow/config.mk`:
```
export PLATFORM = sky130hd
export DESIGN_NAME = top
export DESIGN_NICKNAME = top
export VERILOG_FILES = /design/flow/design.v
export SDC_FILE = /design/flow/constraint.sdc
export NUM_CORES = 4
export LEC_CHECK = 1
export CORE_UTILIZATION = 40
```
`design/flow/constraint.sdc`:
```
current_design top

set clk_period 15.1
set clk_io_pct 0.2

create_clock -name clk0 -period $clk_period [get_ports {clk}]

set non_clock_inputs [all_inputs -no_clocks]
set_input_delay [expr $clk_period * $clk_io_pct] -clock clk0 $non_clock_inputs
set_output_delay [expr $clk_period * $clk_io_pct] -clock clk0 [all_outputs]
```
`design/flow/design.v`:
```
module top (
    x0, x1, x2, x3, 
    w04, w05, w06, w07, 
    w14, w15, w16, w17, 
    w24, w25, w26, w27, 
    w34, w35, w36, w37, 
    w48, w58, w49, w59, 
    w68, w69, w78, w79, 
    out0, out1, 
    in_ready, out0_ready, out1_ready, 
    clk
);
    input signed [4:0]  x0, x1, x2, x3, 
                        w04, w05, w06, w07, 
                        w14, w15, w16, w17, 
                        w24, w25, w26, w27, 
                        w34, w35, w36, w37, 
                        w48, w58, w49, w59, 
                        w68, w69, w78, w79;
    input in_ready;
    input clk;
    output logic signed [16:0] out0, out1;
    output logic out0_ready, out1_ready;
    logic signed [11:0] y4, y5, y6, y7; 
    logic signed [11:0] z4, z5, z6, z7; 
    logic y_ready, z_ready; 
    always_ff @(posedge clk) 
	begin
        if(in_ready) begin
            y4 <= x0 * w04 + x1 * w14 + x2 * w24 + x3 * w34;
            y5 <= x0 * w05 + x1 * w15 + x2 * w25 + x3 * w35;
            y6 <= x0 * w06 + x1 * w16 + x2 * w26 + x3 * w36;
            y7 <= x0 * w07 + x1 * w17 + x2 * w27 + x3 * w37;
		end
		y_ready <= in_ready;
	end
	always_ff @(posedge clk) 
	begin         
        z4 <= (y4[11]) ? 'b0 : y4;
        z5 <= (y5[11]) ? 'b0 : y5;
        z6 <= (y6[11]) ? 'b0 : y6;
        z7 <= (y7[11]) ? 'b0 : y7;
		z_ready <= y_ready;
    end
	always_ff @(posedge clk) 
	begin	
        out0 <= z4 * w48 + z5 * w58 + z6 * w68 + z7 * w78;
        out1 <= z4 * w49 + z5 * w59 + z6 * w69 + z7 * w79;    
    end
    always_ff@(posedge clk)
    begin
        if(z_ready) begin
            out0_ready <= 1'b1;
            out1_ready <= 1'b1;
        end else begin
            out0_ready <= 1'b0;
            out1_ready <= 1'b0;
        end
    end
endmodule
```
`design/flow/run.sh`:
```
#!/bin/bash
# OpenROAD 26Q1-2900-gdf79404cd8, Yosys 0.63+post, stock flow scripts
make -C /OpenROAD-flow-scripts/flow DESIGN_CONFIG=/design/flow/config.mk WORK_HOME=/design/flow/orfs finish
```
==> impl_metrics.csv <==
group,metric,value,unit
finish,postLayoutCoreUtil,44.4,%
route,detailroute.via_count,24543,
cts,path_clk_slew,0.06,ns
cts,resized_after_cts,0,
logic_synthesis,yosys_xor_share,3.01,%
logic_synthesis,post_synthesis_chip_area_from_yosys,0.0387,sq mm
global_routing,grt_first_pass_wirelength,140000,um
cts,cts.htree.levels,4,
cts,cts_inserted_buffers,17,
logic_synthesis,simple_gate_share,13.3,%
logic_synthesis,ys.flop_type,"dfxtp_1",
floorplan,design.die.area,0.0979,sq mm
final_timing,grt_setup_unrepaired,"no",
cts,clock_tree.buffer_depth,2,
hold_path,hold_path_class,"flip-flop to flip-flop",
worst_setup_path,cp_top_family,"adder cells",
route,drt-initial-drc-count,780,
outcome,outcome,"completed",
final_timing,worst_slew_pin_slew,0.883,ns
route,totalWireLength,82300,um
final_timing,max_clock_freq,106,MHz
final_timing,timing.final.crit_period,9.47,ns
cts,ctsHoldBuffers,0,
route,route.antenna.remaining_nets,0,
route,viasPerCell,4.53,
flow_run,warning_count,47,
global_routing,number_of_antenna_violations_at_the_first_check_in_global_routing,1,
route,routed_wire_length_per_instance,15.2,um
finish,post_route_cells_drive_above_1_share,1.59,%
placed_design,port_buffers,177,
global_routing,gr-total-overflow,0,
logic_synthesis,ys_sh_mux,0.104,%
cts,root_buffer,"clkbuf_16",
finish,layout_overhead_on_the_synthesized_area,9.48,%
floorplan,floorplan.die.width,313,um
worst_setup_path,slowest_stage,"clkdlybuf4s50_1",
worst_setup_path,worstPathCellList,"clkdlybuf4s50_1 > nand2_1 > fa_1 > fa_1 > inv_1 > fa_1 > fa_1 > fa_1 > fa_1 > inv_1 > fa_1 > inv_1 > ha_1 > and3_1 > a221o_1 > or4_1 > o311ai_2 > o21ai_2 > xnor2_1",
worst_setup_path,critical-path-max-stage-delay,1.05,ns
worst_setup_path,critical_path.most_common_cell,"fa_1",
logic_synthesis,enable_flop_cells,48,
global_routing,first_global_vias,26937,
final_timing,clock_tree_skew_after_final_layout,0.0134,ns
floorplan,rows,113,
final_timing,max-slew-margin-rel,41.0,%
logic_synthesis,yosysSeqAreaShare,7.92,%
final_timing,finalSetupViolCount,0,
final_timing,layout_worst_path_cycle_share,62.7,%
logic_synthesis,synth-async-reset-ratio,0,%
logic_synthesis,syn-cell-area,0.0387,sq mm
logic_synthesis,yosysWarnings,1,
floorplan,die_h,313,um
placed_design,place.detailed.hpwl,71400,um
final_timing,fin_setup_tns,0,ns
logic_synthesis,synth.cellmix.compoundShare,2.11,%
cts,post_cts_setup_bufs,0,
worst_setup_path,criticalPathCategory,"primary input to flip-flop",
worst_setup_path,worstPathBufferInverterCount,4,
floorplan,coreArea,0.0954,sq mm
logic_synthesis,synth_adder_area_share,60.6,%
logic_synthesis,synthDistinctLibCells,44,
worst_setup_path,worstSetupStartpointType,"primary input",
logic_synthesis,register_bit_count_reported_by_yosys,129,
placed_design,globalplace.congestion,0.900,
route,drt-pass1-iter-count,5,
floorplan,fp-utilization,40.5,%
cts,tritoncts,"yes",
floorplan,ioPinCount,178,
final_timing,maxSlewViolCount,0,
logic_synthesis,syn_area_per_cell,9.57,sq um
logic_synthesis,logic_family,"adder cells",
route,drc_errors,0,
worst_setup_path,critical_path.max_fanout,20,
global_routing,maximum_number_of_pins_on_one_net_before_global_route_repair,50,
final_timing,timing.final.hold_violations,0,
cts,insertion_delay,0.45,ns
worst_setup_path,timing.critical_path.arrival,9.66,ns
flow_run,cap_viol_max_count,0,
worst_setup_path,worstPathRequired,15.28,ns
logic_synthesis,post_synth_inst_count,4038,
logic_synthesis,yosys_cells,4038,
global_routing,grt_usage,19.4,%
worst_setup_path,setup.worst_path.end_class,"flip-flop",
cts,cts.sink_count,129,
cell usage after synthesis, types with 2 or more instances:
cell type	count	area [sq um]
and3_1	7	43.8
a211o_1	3	26.3
nor4_1	3	18.8
a31oi_1	2	12.5
nand2_1	345	1290
mux2i_1	4	40.0
a211oi_1	4	30.0
a21boi_0	6	45.0
nand3_1	9	45.0
o211ai_1	3	22.5
or2_2	5	31.3
inv_1	1216	4560
and2_1	349	2180
o311ai_2	2	32.5
nor2_1	74	278
nor2b_1	95	594
o21ai_0	39	195
xor2_1	18	158
dfxtp_1	81	1620
o311ai_0	2	17.5
nand2b_1	88	551
clkbuf_1	118	443
a21o_1	8	60.1
fa_1	923	18500
o21a_1	5	37.5
a31o_2	3	26.3
o21bai_1	10	75.1
xnor2_1	115	1010
edfxtp_1	48	1440
nor3_1	15	75.1
ha_1	396	4950
o31ai_1	2	15.0
a21oi_1	29	145
sequential cells by signal, indices dropped and copies added, names as in the netlist:
name and count:
out0 17, out1 17, out1_ready 1, y4 12, y5 12, y6 12
y7 12, y_ready 1, z4 11, z5 11, z6 11, z7 11
z_ready 1
layer usage:
metal	global-route usage, %	vias up	wire (um)
li1	-	11663	-
met1	28.5	12185	35200
met2	30.7	650	39500
met3	6.00	45	6270
met4	2.08	0	1250
met5	0	-	0
cells by family (layout without fill, tap and decap cells):
kind of cell	after synthesis	in the layout
other cells	0	2
simple gates	992	992
fa+ha+maj	1319	1319
compound gates	126	126
xor+xnor	133	133
flops	129	129
mux	4	4
buf+inv	1335	1447
placed cells by master, fill, tap and decap left out, types with 81 or more instances in the layout:
master              n
nand2b_1           88
nand2_1           345
fa_1              923
dfxtp_1            81
inv_1            1216
xnor2_1           115
nor2b_1            95
clkdlybuf4s50_1   176
and2_1            349
ha_1              396
final cells by class:
type | instances | area [sq um]
well taps | 1265 | 1580
diodes | 2 | 5.00
inverters | 1216 | 4560
clock buffers | 21 | 470
clock inverters | 11 | 126
repair buffers | 199 | 1930
fillers | 9238 | 53100
multi-input cells | 2574 | 30600
flip-flops and latches | 129 | 3060
path summary, 6_finish.rpt:
| check | startpoint | to | slack, ns | depth (start not counted) |
|---|---|---|---|---|
| worst max register to register | z4[2] | out0[14] | 8.58 | 19 |
| worst max-delay path | x1[4] | y7[11] | 5.63 | 19 |
| worst min register to register | z_ready | out1_ready | 0.33 | 0 |
| worst min-delay path | z_ready | out1_ready | 0.33 | 0 |
through the flow:
step	instances	hold slack [ns]	area [sq um]	setup slack [ns]
after CTS	5415	0.332	42300	5.63
after global placement	5383	0.316	41700	5.23
after detailed placement	5383	0.316	41700	5.13
final	5417	0.327	42300	5.63
after global routing	5416	0.339	42300	5.30
after floorplan	4038	0.310	38700	6.35
